## design.v

```verilog
`timescale 1ns / 1ps
module main(rst, clk, alu_z, Anode_Activate, LED_out);
input rst, clk;						 
output alu_z;						 
output reg[7:0] Anode_Activate;		 
output reg [6:0] LED_out;			 
wire [31:0] pc;
wire [31:0] Result;
reg [31:0] counter;		 
reg toggle = 0;			 
always @(posedge clk)
    begin
            if(counter>=100000) begin
                 counter <= 0;
				 toggle = ~toggle; end
            else begin
                counter <= counter + 1;
				end
    end 
    always @(*)
    begin
        case(toggle)
        1'b0: begin
            Anode_Activate = 8'b01111111; 
              end
        1'b1: begin
            Anode_Activate = 8'b10111111; 
               end
        endcase
    end
    wire [31:0]hardwire;
    assign Result= hardwire;
    always @(*)
    begin
	if (toggle) begin
        case(Result)				 
        32'b0000: LED_out = 7'b0000001;  
        32'b0001: LED_out = 7'b1001111;  
        32'b0010: LED_out = 7'b0010010;  
        32'b0011: LED_out = 7'b0000110;  
        32'b0100: LED_out = 7'b1001100;  
        32'b0101: LED_out = 7'b0100100;  
        32'b0110: LED_out = 7'b0100000;  
        32'b0111: LED_out = 7'b0001111;  
        32'b1000: LED_out = 7'b0000000;  
        32'b1001: LED_out = 7'b0000100;  
		32'b1010: LED_out = 7'b0001000;  
        32'b1011: LED_out = 7'b1100000;  
        32'b1100: LED_out = 7'b0110001;  
        32'b1101: LED_out = 7'b1000010;  
        32'b1110: LED_out = 7'b0110000;  
        32'b1111: LED_out = 7'b0111000;  
        default: LED_out = 7'b0000001;  
        endcase
		end
if(!toggle) begin	
        case(Result[7:4])			 
        4'b0000: LED_out = 7'b0000001;  
        4'b0001: LED_out = 7'b1001111;  
        4'b0010: LED_out = 7'b0010010;  
        4'b0011: LED_out = 7'b0000110;  
        4'b0100: LED_out = 7'b1001100;  
        4'b0101: LED_out = 7'b0100100;  
        4'b0110: LED_out = 7'b0100000;  
        4'b0111: LED_out = 7'b0001111;  
        4'b1000: LED_out = 7'b0000000;  
        4'b1001: LED_out = 7'b0000100;  
		4'b1010: LED_out = 7'b0001000;  
        4'b1011: LED_out = 7'b1100000;  
        4'b1100: LED_out = 7'b0110001;  
        4'b1101: LED_out = 7'b1000010;  
        4'b1110: LED_out = 7'b0110000;  
        4'b1111: LED_out = 7'b0111000;  
        default: LED_out = 7'b0000001;  
        endcase
    end
end
	wire [31:0] PCNext,PCPlus4,PCTarget,immext;
	wire [6:0] opcode;
	wire [2:0] func3;
	wire [6:0] func7;
    wire PCSrc, MemWrite, ALUSrc, RegWrite, Btype,ZeroOut, CarryOut;
    wire ResultSrc;
    wire [3:0] ALUControl;
    wire [1:0]  immsrc;
    wire [31:0] Port_A, Port_B; 
    wire [31:0] Din; 
    wire [4:0] Addr_A, Addr_B, Addr_Wr; 
    wire wr, clk, rst; 
    wire [31:0] RESULT;
    wire [31:0] A,B;
    wire [3:0] ALU_Sel;
    wire [31:0] ALU_Out;
    wire [31:0] Data_Out;
    wire [31:0] Data_In;
    wire [31:0] D_Addr;
    wire [31:0] instruction;
	adder pcplus4ins(.a(pc),.b(32'h4),.y(PCPlus4));
	adder pctargetins(.a(pc),.b(immext),.y(PCTarget));
	mux2x1 pcmux(.sel(PCSrc),.b(PCPlus4),.a(PCTarget),.o(PCNext));
	instruction_memory instructionmemory(.pc(pc),.instruction(instruction));
	mux2x1 middle(.sel(ALUSrc),.b(Port_B),.a(immext),.o(B));
	Control_Unit controller(.opcode(instruction[6:0]) , .func3(instruction[14:12]) , .func7(instruction[31:25]), .ZeroOut(ZeroOut), .CarryOut(CarryOut),
                        .PCSrc(PCSrc), .ResultSrc(ResultSrc), .MemWrite(MemWrite), .ALUSrc(ALUSrc), .RegWrite(RegWrite),
                        .ALUControl(ALUControl),
                        .ImmSrc(immsrc));
     extend ext(.instruction(instruction[31:7]), .immsrc(immsrc), .immext(immext));
     register_file registerfile(.Port_A(Port_A), .Port_B(Port_B),.hardwire(hardwire), .RESULT(RESULT), .Addr_A(instruction[19:15]), .Addr_B(instruction[24:20]), .Addr_Wr(instruction[11:7]), .wr(RegWrite), .clk(clk),.rst(rst));
     alu alu( .A(Port_A),.B(B),.ALU_Sel(ALUControl),.ALU_Out(ALU_Out),.CarryOut(CarryOut), .ZeroOut(ZeroOut));
     address_gen AddressGenerator(.pc(pc),.PCNext(PCNext),.clk(clk),.rst(rst));
     mux2x1 muxatend(.o(RESULT),.b(ALU_Out),.a(Data_Out),.sel(ResultSrc));
     Data_Memory datamemory(.Data_Out(Data_Out),.Data_In(Port_B),.D_Addr(ALU_Out), .wr(MemWrite), .rst(rst),.clk(clk));
endmodule
module Control_Unit(input [6:0] opcode , input [2:0] func3 , input [6:0] func7,input ZeroOut,input CarryOut,
					output reg PCSrc, MemWrite, ALUSrc, RegWrite,
					output reg [3:0] ALUControl,
					output reg  ResultSrc,
					output [1:0] ImmSrc,
					output reg [2:0] instruction_type);			
	always @ (*)
	begin
	case (opcode)
	7'b0010011: instruction_type = 3'd0;  
	7'b1100111: instruction_type = 3'd0;  
	7'b0000011: instruction_type = 3'd0;  
	7'b0100011: instruction_type = 3'd1;  
	7'b1100011: instruction_type = 3'd2;  
	7'b1101111: instruction_type = 3'd3;  
	7'b0110011: instruction_type = 3'd4;  
	7'b0110111: instruction_type = 3'd5;  
	7'b0010111: instruction_type = 3'd5;  
	default: instruction_type = 3'd0; 
	endcase
	end
	assign ImmSrc = instruction_type[1:0];
	always @(*)
	begin
	if (instruction_type == 0 || instruction_type == 3'd4 || instruction_type == 3'd5 || instruction_type == 3'd3)
        RegWrite=1;
     else
        RegWrite =0;
    if (instruction_type==1)
        MemWrite=1;
    else
        MemWrite=0;
    if(opcode == 7'b0000011)
        ResultSrc = 1;
    else
        ResultSrc =0;
    if ( instruction_type== 3'd2 || instruction_type == 3'd4)
        ALUSrc = 0;
    else
        ALUSrc =1;
    end
	always @(*)
    begin
        casex({opcode,func3,func7})
        17'b01100110000000000: ALUControl = 4'b0000;  
        17'b01100110000100000: ALUControl = 4'b0001;  
        17'b01100110000000001: ALUControl = 4'b0010;  
        17'b01100111000000001: ALUControl = 4'b0011;  
        17'b0010011000xxxxxxx: ALUControl = 4'b0000;    
        17'b1100011000xxxxxxx: ALUControl = 4'b0001;        
        17'b1100011001xxxxxxx: ALUControl = 4'b0001;        
        17'b1100011100xxxxxxx: ALUControl = 4'b0001;  
        endcase
    end
    always @(*)
        begin
            casex({opcode,func3})
                10'b1101111xxx, 10'b1100111xxx: PCSrc = 1;    
                10'b1100011000: PCSrc = ZeroOut;  
                10'b1100011001: PCSrc = ~ZeroOut;  
                10'b1100011101, 10'b1100011111 : PCSrc = (~CarryOut) || ZeroOut;  
                10'b1100011100, 10'b1100011111: PCSrc =CarryOut;
                default: PCSrc=0;
            endcase
        end
endmodule
module mux2x1(output [31:0]o,		 
					input[31:0]a,b,		 
					input sel			 
			);
	assign o = sel ? a:b;
endmodule
`timescale 1ns / 1ps
module Data_Memory(output [31:0] Data_Out, 
input [31:0] Data_In, input [31:0] D_Addr, 
input wr, rst, input clk);
 reg [31:0] Mem [255:0]; 
 integer i;
assign Data_Out=Mem[D_Addr]; 
 always @(posedge clk) begin
 if(rst) begin
 for(i=0;i<256;i=i+1)
 Mem[i]=32'h0;
 end else if (wr) begin
 Mem[D_Addr]<=Data_In;
 end
 end
endmodule
module adder(input   [31:0] a, b,
             output  [31:0] y);
     assign y = a + b;
endmodule
`timescale 1ns / 1ps
module address_gen (output reg [31:0] pc, input [31:0] PCNext,input clk,rst); 
 always@(posedge clk)
    begin
	if (rst)
		pc =0;
	else
	   pc = PCNext;
    end
endmodule
module alu(
           input [31:0] A,B,   
           input [3:0] ALU_Sel, 
           output [31:0] ALU_Out,  
           output CarryOut,  
		   output ZeroOut	 
    );
    reg [31:0] ALU_Result;
    wire [31:0] tmp;
    assign ALU_Out = ALU_Result;  
    assign tmp = A - B;
    assign CarryOut = tmp[31];  
	assign ZeroOut = ( ALU_Result == 0);  
    always @(*)
    begin
        case(ALU_Sel)
        4'b0000:  
           ALU_Result = A + B ;
        4'b0001:  
           ALU_Result = A - B ;
        4'b0010:  
           ALU_Result = A * B;
        4'b0011:  
           ALU_Result = A/B;
        4'b0100:  
           ALU_Result = A<<B;
         4'b0101:  
           ALU_Result = A>>B;
         4'b0110:  
           ALU_Result = {A[30:0],A[31]};
         4'b0111:  
           ALU_Result = {A[0],A[31:1]};
          4'b1000:  
           ALU_Result = A & B;
          4'b1001:  
           ALU_Result = A | B;
          4'b1010:  
           ALU_Result = A ^ B;
          4'b1011:  
           ALU_Result = ~(A | B);
          4'b1100:  
           ALU_Result = ~(A & B);
          4'b1101:  
           ALU_Result = ~(A ^ B);
          4'b1110:  
           ALU_Result = (A<B)?32'd0:32'd1 ;
          4'b1111:  
            ALU_Result = (A==B)?32'd1:32'd0 ;
          default: ALU_Result = A + B ;
        endcase
    end
endmodule
`timescale 1ns / 1ps
module instruction_memory (input [31:0] pc,output reg [31:0] instruction);
 always@(*) begin
 case(pc)
 32'h0: instruction =  32'h00C00413;  	 
 32'h4: instruction =  32'h00900493; 	 
 32'h8: instruction =  32'h00940C63; 	 
 32'hC: instruction =  32'h00944663; 	 
 32'h10: instruction = 32'h40940433; 	 
 32'h14: instruction = 32'hFE000AE3; 	 
 32'h18: instruction = 32'h408484B3; 	 
 32'h1C: instruction = 32'hFE0006E3; 	 
 32'h20: instruction = 32'h00000063; 	 
 endcase
 end
endmodule
`timescale 1ns / 1ps
module register_file(Port_A, Port_B, hardwire, RESULT, Addr_A, Addr_B, Addr_Wr, wr, clk,rst);
output reg [31:0] Port_A, Port_B,hardwire; 
input [31:0] RESULT; 
input [4:0] Addr_A, Addr_B, Addr_Wr; 
input wr, clk,rst; 
reg [31:0] Reg_File [31:0]; 
always @ (*) begin
Reg_File[0] <= 0;
Port_A <= Reg_File[Addr_A[4:0]];
Port_B <= Reg_File[Addr_B[4:0]];
hardwire= Reg_File[8];
end
 always @(posedge clk) begin
 if(wr)
    Reg_File[Addr_Wr]=RESULT[31:0];
 end
endmodule
module extend(input  		[31:7] instruction,
              input  		[1:0]  immsrc,
              output reg 	[31:0] immext);
    always@(*)
    case(immsrc)
    2'b00:     immext = {{20{instruction[31]}}, instruction[31:20]};
    2'b01:     immext = {{20{instruction[31]}}, instruction[31:25], instruction[11:7]};
    2'b10:      immext = {{20{instruction[31]}}, instruction[7],  instruction[30:25], instruction[11:8], 1'b0};                           
	2'b11:      immext = {{12{instruction[31]}}, instruction[19:12],  instruction[20], instruction[30:21], 1'b0};
	default: 	immext = 32'bx;  
    endcase
endmodule
```

## constraint.sdc

```tcl
current_design main

set clk_period 93.8
set clk_io_pct 0.2

create_clock -name clk0 -period $clk_period [get_ports {clk}]

set non_clock_inputs [all_inputs -no_clocks]
set_input_delay [expr $clk_period * $clk_io_pct] -clock clk0 $non_clock_inputs
set_output_delay [expr $clk_period * $clk_io_pct] -clock clk0 [all_outputs]
```

## config.mk

```make
export PLATFORM = sky130hd
export DESIGN_NAME = main
export DESIGN_NICKNAME = main
export VERILOG_FILES = /design/flow/design.v
export SDC_FILE = /design/flow/constraint.sdc
export NUM_CORES = 4
export LEC_CHECK = 1
export CORE_UTILIZATION = 30
export SYNTH_MEMORY_MAX_BITS = 65536
```

## run.sh

```bash
#!/bin/bash
# OpenROAD 26Q1-2900-gdf79404cd8, Yosys 0.63+post, stock flow scripts
make -C /OpenROAD-flow-scripts/flow DESIGN_CONFIG=/design/flow/config.mk WORK_HOME=/design/flow/orfs finish
```

==> results.toml <==
# synthesis and place-and-route metrics
[critical_path]
end_kind = "output port"
crit_buf_inv = 2
cp_top_family = "simple AND/OR/NAND/NOR gates"
cp_data_required_time_ns = 75.04
cp_cell_sequence = "clkinv_1, nor4_1, nand4_1, nor2_1, a22o_1, clkdlybuf4s50_1"
critPathMaxFanout = 10
critPathMaxStageDelay_ns = 0.51
startpoint_type = "flip-flop"
critical_path_class = "reg2out"
arrival_ns = 3.92
r2r_slack_ns = 81.62
critPathSlowestCell = "clkinv_1"

[final_layout]
utilization = 0.341
fill_cells = 116000
layout_top_cells = "edfxtp_1 (8417), nor2_1 (8339), nand2_1 (2406), mux4_2 (2054), buf_4 (1355)"
lay_top_count = "edfxtp_1"
areaGrowthSynthToFinish_pct = 13.5
drive_gt1_frac = 0.182

[grt]
grt_pass1_wl_um = 1720000
grt_overflow = 0
grt_pass1_vias = 238000
gr-usage-met2 = 0.298
gr-usage-met3 = 0.172
antenna_found_initial = 86
grt_usage = 0.206
gr-max-usage-layer = "met2"
use_met1 = 0.208
grt_max_degree = 89

[final_timing]
drv_slew = 0
finalSetupViolCount = 0
fmax_mhz = 44.1
tns_ns = 0
layout_min_cycle_time_ns = 22.68
tightest_slew_ns = 1.45
fin_skew_ns = 0.109
hold_viol_final = 0
untimed_endpoints = 240
period_used_share = 0.242
slew_headroom = 0.0188
rsz0062_at_grt = "false"
unclocked_regs = 16

[run_status]
status = "completed"

[logic_synthesis]
ys_ff = 8511
syn_area_um2 = 372000
edf_count = 8417
flop_cell = "edfxtp_1"
ys_async_sr_fraction = 0
ys_area_um2 = 372000
synth_cell_types = 86
ys_cells = 27000
yosysWarnings = 10
area_leaders = "edfxtp_1 (68%), mux4_2 (12%), nor2_1 (8.4%)"
largest_area_cell = "edfxtp_1"
top_area_frac = 0.679
syn-instance-count = 27000
syn_avg_cell_area_um2 = 13.8

[placed_design]
port_buffers = 10
place.gp.congestion = 0.963
dp_hpwl_um = 770000

[drt]
route.detailed.drc = 0
wl_per_cell_um = 27.9
drt-total-wl_um = 1220000
ant_nets = 0
drtIter0Drc = 18300
viasPerCell = 5.19
drt-pass1-iter-count = 9
via_count = 227000

[clocking]
cts_max_path_buffers = 4
root_buffer = "clkbuf_16"
cts_tree = "yes"
cts.clk_slew.worst_paths_ns = 0.05
clk_latency_ns = 1.24
cts_hold_buf = 0
cts_resized = 0
h-tree-depth = 6
post_cts_buffers = 0
cts_made_buffers = 863

[power_and_ir_drop]
p_leak_uw = 0.151
power_density_nw_per_um2 = 22.9
vdd_drop_max_mv = 0.0269

[die]
core_area_um2 = 1240000
dieHeight_um = 1120
die_area_um2 = 1250000
die_width_um = 1120
io_pins = 18
num_rows = 409
fp-utilization = 0.301

[worst_hold_path]
holdCritPathClass = "reg2reg"

[job]
max-cap-violations = 0
warnings = 72
metal layers:
metal,vias to the layer above,wire [um]
li1,96700,-
met1,112000,366000
met2,14800,544000
met3,2687,231000
met4,138,72900
met5,-,4940
flip-flops by register name, indices dropped and copies added (netlist names), named ones only:
signal / cells
AddressGenerator.pc: 32
controller.ALUControl: 1
instructionmemory.instruction: 15
registerfile.Reg_File: 224
counter: 32
toggle: 1
datamemory.Mem: 8192
layout make-up:
cell class	instances	area (um^2)	share of cell area
diodes	87	218	0.000515
clock buffers	1023	22300	0.0528
clock inverters	563	5680	0.0134
inverters	113	424	0.00100
multi-input cells	15600	108000	0.256
flip-flops and latches	8511	255000	0.602
well taps	16400	20600	0.0487
repair buffers	1391	10800	0.0256
where the power goes:
| group | internal, uW | switching, uW | total [uW] |
|---|---|---|---|
| clock | 1920 | 1500 | 3420 |
| combinational | 546 | 1390 | 1930 |
| sequential | 4300 | 39.1 | 4340 |
| total | 6760 | 2920 | 9690 |
worst min-delay path, cell delays in order (launching register included):
cell and delay [ns]:
dfxtp_1 0.33, a31oi_1 0.04, nor2_1 0.07
synth_stat cells (14+ instances only):
library cell,count
nand4_1,16
mux4_2,2054
nor4_1,29
buf_1,292
nand2b_1,281
a21oi_1,108
or3_1,14
a311oi_1,427
o211ai_1,16
dfxtp_1,78
inv_1,92
a211oi_1,43
xor2_1,48
clkbuf_1,2383
o31a_1,16
buf_2,98
a22oi_1,31
o22ai_1,17
o31ai_1,28
nor2_1,8348
a221oi_1,24
mux2_2,75
clkinv_1,17
a311o_1,72
o21a_1,14
a21o_1,20
o21ai_0,66
a22o_1,17
mux2i_1,60
nor3_1,67
ha_1,111
and3_1,358
a31oi_1,35
o311ai_0,74
dlxtn_1,16
edfxtp_1,8417
nand2_1,2408
or2_2,24
nor2b_1,24
nand3_1,411
buf_4,19
xnor2_1,61
metrics by stage:
step / hold WS [ns] / setup WS (ns) / instance area [um^2] / power, uW / cells
global placement: 0.459 / 70.64 / 394000 / 6280 / 42000
CTS: 0.477 / 70.72 / 422000 / 9670 / 43600
finish: 0.475 / 71.12 / 423000 / 9690 / 43700
detailed placement: 0.462 / 70.62 / 394000 / 6290 / 42000
global route: 0.518 / 70.68 / 422000 / 9920 / 43600
floorplan: 0.438 / 72.02 / 373000 / 5350 / 27000
logic make-up after synthesis:
| kind of cell | count (synthesis) | share of synthesized area |
|---|---|---|
| AND/OR/NAND/NOR | 12000 | 0.128 |
| other | 2 | 0.0000202 |
| adder cells (fa/ha/maj) | 113 | 0.00384 |
| latches | 16 | 0.000645 |
| AND-OR/OR-AND | 1094 | 0.0234 |
| multiplexers | 2199 | 0.128 |
| XOR/XNOR | 109 | 0.00256 |
| buffers and inverters | 2915 | 0.0301 |
| flip-flops | 8495 | 0.683 |
path summary, 6_finish.rpt:
| check | from | endpoint | cells past startpoint |
|---|---|---|---|
| setup / recovery | toggle$_DFFE_PP_ | LED_out[2] | 6 |
| hold / removal | counter[16]$_SDFF_PP0_ | counter[16]$_SDFF_PP0_ | 2 |
| setup reg to reg | registerfile.Reg_File[9][0]$_DFFE_PP_ | flip-flop | 27 |
| hold reg to reg | counter[16]$_SDFF_PP0_ | counter[16]$_SDFF_PP0_ | 2 |
Power figures rest on the tool's default switching activity, not on a simulated workload.
